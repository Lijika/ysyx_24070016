<file path="design/flow/run.sh">
#!/bin/bash
# OpenROAD 26Q1-2900-gdf79404cd8, Yosys 0.63+post, stock flow scripts
make -C /OpenROAD-flow-scripts/flow DESIGN_CONFIG=/design/flow/config.mk WORK_HOME=/design/flow/orfs finish
</file>
<file path="design/flow/config.mk">
export PLATFORM = sky130hd
export DESIGN_NAME = ysyx_24070016_EXU_alu
export DESIGN_NICKNAME = ysyx_24070016_EXU_alu
export VERILOG_FILES = /design/flow/design.v
export SDC_FILE = /design/flow/constraint.sdc
export NUM_CORES = 4
export LEC_CHECK = 1
export CORE_UTILIZATION = 40
</file>
<file path="design/flow/constraint.sdc">
current_design ysyx_24070016_EXU_alu

set clk_period 22.4
set clk_io_pct 0.2

create_clock -name clk0 -period $clk_period

set non_clock_inputs [all_inputs -no_clocks]
set_input_delay [expr $clk_period * $clk_io_pct] -clock clk0 $non_clock_inputs
set_output_delay [expr $clk_period * $clk_io_pct] -clock clk0 [all_outputs]
</file>
<file path="design/flow/design.v">
module ysyx_24070016_EXU_alu(
  input [3:0] sel_aluop,
	input [31:0] alu_src1,
	input [31:0] alu_src2,
	output [31:0] alu_result,
  output zero, less
);
wire op_add  = (sel_aluop == 4'b0000);
wire op_lui  = (sel_aluop == 4'b0011);
wire op_sub  = (sel_aluop == 4'b1000);
wire op_slt  = (sel_aluop == 4'b0010);
wire op_sltu = (sel_aluop == 4'b1010);
wire op_xor  = (sel_aluop == 4'b0100);
wire op_or   = (sel_aluop == 4'b0110);
wire op_and  = (sel_aluop == 4'b0111);
wire op_sll  = (sel_aluop == 4'b0001);
wire op_srl  = (sel_aluop == 4'b0101);
wire op_sra  = (sel_aluop == 4'b1101);
wire Cin = (op_sub | op_slt | op_sltu) ? 1'b1 : 1'b0;
wire [31:0] xor_result = alu_src1 ^ alu_src2;
wire [31:0] or_result = alu_src1 | alu_src2;
wire [31:0] and_result = alu_src1 & alu_src2;
wire [31:0] lui_result = alu_src2;
wire [31:0] adder_result;
wire [31:0] adder_a = alu_src1;
wire [31:0] adder_b = alu_src2;
wire carry, overflow;
ysyx_24070016_EXU_alu_adder u_ysyx_24070016_exu_alu_adder(
  .adder_a        (adder_a      ),
  .adder_b        (adder_b      ),
  .Cin            (Cin          ),
  .adder_result   (adder_result ),
  .adder_carry    (carry        ),
  .adder_overflow (overflow     )
);
wire [31:0] slt_result;
assign slt_result[31:1] = 31'b0;
assign slt_result[0]  = (overflow ^ adder_result[31]);
wire [31:0] sltu_result;
assign sltu_result[31:1] = 31'b0;
assign sltu_result[0] = (carry    ^ Cin             );
wire [31:0] sll_result = alu_src1 << alu_src2[4:0];
wire [31:0] srl_result = alu_src1 >> alu_src2[4:0];
wire [31:0] sra_result = ($signed(alu_src1)) >>> alu_src2[4:0];
assign alu_result = ({32{op_add | op_sub}} & adder_result)
                  | ({32{op_lui}}  & lui_result)
                  | ({32{op_slt}}  & slt_result)
                  | ({32{op_sltu}} & sltu_result)
                  | ({32{op_xor}}  & xor_result)
                  | ({32{op_or}}   & or_result)
                  | ({32{op_and}}  & and_result)
                  | ({32{op_sll}}  & sll_result)
                  | ({32{op_srl}}  & srl_result)
                  | ({32{op_sra}}  & sra_result);
assign zero = (adder_result == 32'b0);
assign less = op_slt ? slt_result[0] : sltu_result[0];
endmodule
module ysyx_24070016_EXU_alu_adder(
  input [31:0] adder_a,
  input [31:0] adder_b,
  input Cin,
  output [31:0] adder_result,
  output adder_carry, adder_overflow
);
wire [31:0] t_no_Cin = {32{ Cin }}^adder_b;
assign {adder_carry,adder_result} = adder_a + t_no_Cin + Cin;
assign adder_overflow = (adder_a[31] == t_no_Cin[31]) && (adder_result [31] != adder_a[31]);
endmodule
</file>
==> results_slide.txt <==
Synthesis and Place & Route Summary

Floorplanning
  • Core box area: 19000 µm²
  • Die Wd: 142 µm
  • Core Rows: 50
  • Fp util: 41.3%
  • Io pins: 102
  • Die H: 142 µm
  • Die area: 20100 µm²

Detailed routing
  • WL/cell: 26.5 µm
  • ANT nets after route: 0
  • Via count: 9660
  • Iteration-0 DRC Markers: 1134
  • DRC: 0
  • Vias per cell: 6.49
  • Post-Route WL: 39400 µm
  • Diode count: 0
  • Initial DRT Pass Iterations: 6

Final timing
  • Endpoints failing setup: 0
  • Hold Fails Final Rpt: 0
  • Highest Clock Rate: 0.0686 GHz
  • Worst slew pin tran: 0.867 ns
  • Setup TNS: 0 ns
  • Hold WS: 10.13 ns
  • Setup WS post-layout: 7.82 ns
  • Fin crit period: 14.58 ns
  • Max_slew headroom: 41.5%
  • Fin crit share: 65.1%
  • Final max-slew violation count: 0
  • RSZ-0062 raised after global routing: no

Global route
  • GR Overflow Total: 0
  • GR Util All Layers: 39.9%
  • Vias in the first global route: 8755
  • Initial antenna violation count: 0
  • Largest net degree at the start of global routing: 63
  • Wire length of the first global-routing pass: 57800 µm

Worst setup path
  • CP Capture Type: output port
  • Critical Path Start: sel_aluop[3]
  • Worst path required time: 17.92 ns
  • Startpoint types: input pin
  • CP max FO: 22
  • Crit-path max cell delay: 0.87 ns
  • Top cell by count, worst path: clkdlybuf4s50_1
  • CP Class: in2out
  • Slowest-stage cell, CP: clkdlybuf4s50_1
  • Setup crit end: zero
  • Critical path cell sequence: clkdlybuf4s50_1, or2_1, and2_2, buf_4, xnor2_1, ha_1, and2_1, and3_1, a221oi_2, nand2_1, a311o_1, a2111oi_0, and4bb_1, nand4_1, nor4_2, clkdlybuf4s50_1
  • Critical path arrival: 10.10 ns

Pwr
  • PD cells: 30.0 nW/µm²
  • Psw: 0.166 mW
  • Switching share of power: 61.4%
  • VDD IR-drop max: 0.0000195 V
  • Seq pwr share: 0%
  • Combinational power share: 100.0%
  • Leak: 3.70 nW
  • Clock share of power: 0%
  • P_int: 0.104 mW

Layout
  • Num sequential: 0
  • Layout cells sized above 1: 5.94%
  • # fillers: 1988
  • Clock buffers: 0
  • Top Layout Cells: nor2_1, nand2_1, o21ai_0, a21oi_1, clkdlybuf4s50_1
  • Area delta synth->final: 14.9%
  • Top cell excl fill/tap: nor2_1
  • Final Non-Filler Cells: 1488
  • Flop area: 0 µm²
  • Combinational gate area: 7250 µm²

Placement
  • Number of port buffers: 102
  • Dpl cells: 1488
  • Post-DP HPWL: 32100 µm
  • Dpl ws: 7.96 ns
  • Final GP Congestion: 1.04

Outcome
  • Outcome: finished clean

Synth
  • Syn Area/Cell: 6.59 µm²
  • Syn. warnings: 0
  • Synthesis area per yosys: 7830 µm²
  • Cell count after synthesis: 1189
  • Yosys cell count: 1189
  • Sequential cell area fraction in the yosys report: 0%
  • Post-Syn Area: 7830 µm²
  • Distinct lib cells: 75

Job
  • Tool Warnings: 65
  • Max Cap Viol: 0

Clock network
  • Postcts setup bufs: 0
  • Gates resized, CTS repair: 0
  • Hold-fix buffers, CTS: 0

Worst hold path
  • Hold WC Path Type: in2out
[metal layers]
metal	GRT usage, %	vias to the layer above	wire [µm]
li1	-	4505	-
met1	58.0	4561	17200
met2	61.3	522	17300
met3	4.73	70	3250
met4	13.6	2	1590
met5	2.26	-	56
[metrics by stage]
stage | power, mW | util [%] | cell area (µm²)
after floorplan | 0.161 | - | 7830
after global placement | 0.264 | 47.5 | 9000
after detailed placement | 0.261 | 47.5 | 9000
after CTS | 0.263 | 47.5 | 9000
after global routing | 0.290 | 47.5 | 9000
final | 0.270 | 47.5 | 9000
[critical path: cells and delay by family]
family                   cells  cell delay, ns
XOR/XNOR                     1            0.12
buffers and inverters        3            1.82
AND-OR/OR-AND                3            1.20
AND/OR/NAND/NOR              8            2.07
adder cells (fa/ha/maj)      1            0.40
[cells by family (layout without fill, tap and decap cells)]
group	count (synthesis)	after routing	synth area share (%)
adders and majority gates	97	97	15.6
muxes	78	78	13.1
buffers and inverters	156	195	7.68
AOI/OAI and AO/OA	424	424	35.6
xor gates and xnor gates	47	47	5.25
and+or+nand+nor	387	387	22.8
[cell type report]
class	instances	share of cell area, %
Tap cell	260	3.61
Multi-Input combinational cell	1033	80.5
Timing Repair Buffer	123	12.9
Inverter	72	3.00
[cell usage after synthesis (all sizes together) (22+ instances only)]
master	count	area [µm²]
inv	70	263
ha	96	1200
nand2	115	432
nand3	22	110
xnor2	38	333
nor3	34	170
o211ai	33	248
nor2	127	477
buf	24	106
nand2b	22	138
clkbuf	60	225
a21oi	99	495
mux2i	51	510
a22oi	31	233
o21ai	116	581
[power groups by stage]
stage / logic, mW / clock network (mW) / registers [mW]
global route: 0.290 / 0 / 0
CTS: 0.263 / 0 / 0
finish: 0.270 / 0 / 0
[how the worst min path moves through the flow]
stage	endpoint	start	slack (ns)	cells past startpoint
after CTS	alu_result[4]	alu_src2[3]	10.10	5
after global routing	alu_result[4]	alu_src2[3]	10.20	5
final	alu_result[4]	alu_src2[3]	10.13	5
Power and IR drop assume default switching activity.
