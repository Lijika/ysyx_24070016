==> flow/design.v <==
module ysyx_24070016_IDU (
	input [31:0] inst,
	output [4:0] dec_rs1,
	output [4:0] dec_rs2,
	output [4:0] dec_rd,
	output [31:0] dec_imm,
	output rf_wen,
	output sel_alusrc1,
  output [1:0] sel_alusrc2,
  output [3:0] sel_aluop, 
  output [2:0] sel_branch,
  output [1:0] branch_intr,
  output [2:0] sel_memop,
  output [1:0] sel_wb_to_reg,
  output sel_csrt_is_rs1,
  output [1:0] csr_op,
  output mem_valid,
  output mem_wren,
	output ebreak
);
assign dec_rs1 = inst[19:15];
assign dec_rs2 = inst[24:20];
assign dec_rd = inst[11:7];
wire [6:0] opcode;
wire [2:0] func3;
wire [6:0] func7;
assign opcode = inst[6:0];
assign func3 = inst[14:12];
assign func7 = inst[31:25];
wire EBREAK = (dec_imm == 32'b1);
wire op_imm    = (opcode == 7'b0010011);
wire op_auipc  = (opcode == 7'b0010111);
wire op_lui    = (opcode == 7'b0110111);
wire op_jal    = (opcode == 7'b1101111);
wire op_jalr   = (opcode == 7'b1100111);
wire op_op     = (opcode == 7'b0110011);
wire op_branch = (opcode == 7'b1100011);
wire op_store  = (opcode == 7'b0100011);
wire op_laod   = (opcode == 7'b0000011);
wire op_SYSTEM = (opcode == 7'b1110011);
wire func3_000 = (func3 == 3'b000);
wire func3_001 = (func3 == 3'b001);
wire func3_010 = (func3 == 3'b010);
wire func3_011 = (func3 == 3'b011);
wire func3_100 = (func3 == 3'b100);
wire func3_101 = (func3 == 3'b101);
wire func3_110 = (func3 == 3'b110);
wire func3_111 = (func3 == 3'b111);
wire func7_0000000 = (func7 == 7'b0000000);
wire func7_0100000 = (func7 == 7'b0100000);
wire func7_0011000 = (func7 == 7'b0011000);
wire func12_000000000000 = (inst[31:20] == 12'b0);
wire func12_000000000001 = (inst[31:20] == 12'b1);
wire [4:0] num_type;
wire I_type = op_imm | op_jalr | op_laod | op_SYSTEM;
wire S_type = op_store;
wire B_type = op_branch;
wire U_type = op_auipc | op_lui;
wire J_type = op_jal;
wire inst_add   = func7_0000000 & func3_000 & op_op;
wire inst_slt   = func7_0000000 & func3_010 & op_op;
wire inst_sltu  = func7_0000000 & func3_011 & op_op;
wire inst_sub   = func7_0100000 & func3_000 & op_op;
wire inst_xor   = func7_0000000 & func3_100 & op_op;
wire inst_or    = func7_0000000 & func3_110 & op_op;
wire inst_and   = func7_0000000 & func3_111 & op_op;
wire inst_sll   = func7_0000000 & func3_001 & op_op;
wire inst_srl   = func7_0000000 & func3_101 & op_op;
wire inst_sra   = func7_0100000 & func3_101 & op_op;
wire inst_mret  = func7_0011000 & func3_000 & op_SYSTEM;
wire inst_addi  =                 func3_000 & op_imm;
wire inst_jalr  =                 func3_000 & op_jalr;
wire inst_slti  =                 func3_010 & op_imm;
wire inst_sltiu =                 func3_011 & op_imm;
wire inst_xori  =                 func3_100 & op_imm;
wire inst_ori   =                 func3_110 & op_imm;
wire inst_andi  =                 func3_111 & op_imm;
wire inst_slli  = func7_0000000 & func3_001 & op_imm;
wire inst_srli  = func7_0000000 & func3_101 & op_imm;
wire inst_srai  = func7_0100000 & func3_101 & op_imm;
wire inst_lb    =                 func3_000 & op_laod;
wire inst_lh    =                 func3_001 & op_laod;
wire inst_lw    =                 func3_010 & op_laod;
wire inst_lbu   =                 func3_100 & op_laod;
wire inst_lhu   =                 func3_101 & op_laod;
wire inst_csrrw =                 func3_001 & op_SYSTEM;
wire inst_csrrs =                 func3_010 & op_SYSTEM;
wire inst_ecall = func12_000000000000 & (dec_rs2 == 5'b0) &func3_000 & (dec_rd == 5'b0) & op_SYSTEM;
wire inst_sb    =                 func3_000 & op_store;
wire inst_sh    =                 func3_001 & op_store;
wire inst_sw    =                 func3_010 & op_store;
wire inst_beq   =                 func3_000 & op_branch;
wire inst_bne   =                 func3_001 & op_branch;
wire inst_blt   =                 func3_100 & op_branch;
wire inst_bge   =                 func3_101 & op_branch;
wire inst_bltu  =                 func3_110 & op_branch;
wire inst_bgeu  =                 func3_111 & op_branch;
wire inst_auipc =                             op_auipc;
wire inst_lui   =                             op_lui;
wire inst_jal   =                             op_jal;
wire inst_ebreak = op_SYSTEM & func3_000 & EBREAK & (dec_rs1 == 5'b0) & (dec_rd == 5'b0);
wire [31:0] imm;
assign num_type = {I_type, S_type, B_type, U_type, J_type};
ysyx_24070016_idu_immgen u_ysyx_24070016_idu_immgen(
	.num_type (num_type ),	 
	.inst     (inst     ),
	.imm      (imm      )	 
	);
assign dec_imm = imm;
assign ebreak = inst_ebreak;
assign rf_wen = op_imm | op_op | op_laod
              | inst_auipc | inst_lui | inst_jal | inst_jalr | inst_csrrw | inst_csrrs;
wire alusrc2_00 = inst_beq | inst_bne | op_op | op_branch;
wire alusrc2_01 = inst_auipc | inst_lui | op_imm | op_laod | op_store;
wire alusrc2_10 = inst_jal | inst_jalr;
wire alusrc2_11 = inst_csrrw | inst_csrrs;
assign sel_alusrc1 = inst_auipc | inst_jal | inst_jalr;
assign sel_alusrc2 = ({2{alusrc2_00}} & 2'b00)
                   | ({2{alusrc2_01}} & 2'b01)
                   | ({2{alusrc2_10}} & 2'b10)
                   | ({2{alusrc2_11}} & 2'b11);
wire aluop_0000 = inst_addi | inst_auipc | inst_jal | inst_jalr | inst_add | op_laod | op_store;
wire aluop_1000 = inst_sub;
wire aluop_0011 = inst_lui;
wire aluop_0010 = inst_beq | inst_bne | inst_slti | inst_slt | inst_blt | inst_bge;
wire aluop_1010 = inst_sltiu | inst_sltu | inst_bltu | inst_bgeu;
wire aluop_0100 = inst_xori | inst_xor;
wire aluop_0110 = inst_ori | inst_or | inst_csrrs;
wire aluop_0111 = inst_andi | inst_and;
wire aluop_0001 = inst_slli | inst_sll;
wire aluop_0101 = inst_srli | inst_srl;
wire aluop_1101 = inst_srai | inst_sra;
assign sel_aluop = ({4{aluop_0000}} & 4'b0000)
                 | ({4{aluop_1000}} & 4'b1000)
                 | ({4{aluop_0010}} & 4'b0010)
                 | ({4{aluop_0011}} & 4'b0011)
                 | ({4{aluop_1010}} & 4'b1010)
                 | ({4{aluop_0100}} & 4'b0100)
                 | ({4{aluop_0110}} & 4'b0110)
                 | ({4{aluop_0111}} & 4'b0111)
                 | ({4{aluop_0001}} & 4'b0001)
                 | ({4{aluop_0101}} & 4'b0101)
                 | ({4{aluop_1101}} & 4'b1101);
assign branch_intr = {inst_mret, inst_ecall};
wire branch_001 = inst_jal;
wire branch_010 = inst_jalr;
wire branch_100 = inst_beq;
wire branch_101 = inst_bne;
wire branch_110 = inst_blt | inst_bltu;
wire branch_111 = inst_bge | inst_bgeu;
assign sel_branch = ({3{branch_001}} & 3'b001)
                  | ({3{branch_010}} & 3'b010)
                  | ({3{branch_100}} & 3'b100)
                  | ({3{branch_101}} & 3'b101)
                  | ({3{branch_110}} & 3'b110)
                  | ({3{branch_111}} & 3'b111);
assign mem_valid = op_laod | op_store;
assign mem_wren = op_store;
wire memop_000 = inst_lb | inst_sb;
wire memop_001 = inst_lh | inst_sh;
wire memop_100 = inst_lbu;
wire memop_101 = inst_lhu;
wire memop_010 = inst_lw |inst_sw;
assign sel_memop = ({3{memop_000}} & 3'b000)
                 | ({3{memop_001}} & 3'b001)
                 | ({3{memop_100}} & 3'b100)
                 | ({3{memop_101}} & 3'b101)
                 | ({3{memop_010}} & 3'b010);
assign sel_csrt_is_rs1 = inst_csrrw;
assign csr_op[0] = inst_csrrs | inst_csrrw;
assign csr_op[1] = inst_ecall;
wire wb_to_reg_01 = op_laod;
wire wb_to_reg_10 = inst_csrrw | inst_csrrs;
assign sel_wb_to_reg = ({2{wb_to_reg_01}} & 2'b01)
                     | ({2{wb_to_reg_10}} & 2'b10);
endmodule
module ysyx_24070016_idu_immgen (
	input [4:0] num_type,
	input [31:0] inst,
	output [31:0] imm
);
wire [31:0] imm_I = {{21{inst[31]}}, inst[30:25], inst[24:21], inst[20]};
wire [31:0] imm_S = {{21{inst[31]}}, inst[30:25], inst[11:8], inst[7]};
wire [31:0] imm_B = {{20{inst[31]}}, inst[7], inst[30:25], inst[11:8], 1'b0};
wire [31:0] imm_U = {inst[31], inst[30:20], inst[19:12], 12'b0};
wire [31:0] imm_J = {{12{inst[31]}}, inst[19:12], inst[20], inst[30:25], inst[24:21], 1'b0};
assign imm = ({32{num_type[4]}} & imm_I) 
			| ({32{num_type[3]}} & imm_S)
			| ({32{num_type[2]}} & imm_B)
			| ({32{num_type[1]}} & imm_U)
			| ({32{num_type[0]}} & imm_J);
endmodule
==> flow/run.sh <==
#!/bin/bash
# OpenROAD 26Q1-2900-gdf79404cd8, Yosys 0.63+post, stock flow scripts
make -C /OpenROAD-flow-scripts/flow DESIGN_CONFIG=/design/flow/config.mk WORK_HOME=/design/flow/orfs finish
==> flow/config.mk <==
export PLATFORM = sky130hd
export DESIGN_NAME = ysyx_24070016_IDU
export DESIGN_NICKNAME = ysyx_24070016_IDU
export VERILOG_FILES = /design/flow/design.v
export SDC_FILE = /design/flow/constraint.sdc
export NUM_CORES = 4
export LEC_CHECK = 1
export CORE_AREA = 10 10 88 88
export DIE_AREA = 0 0 98 98
==> flow/constraint.sdc <==
current_design ysyx_24070016_IDU

set clk_period 5.1
set clk_io_pct 0.2

create_clock -name clk0 -period $clk_period

set non_clock_inputs [all_inputs -no_clocks]
set_input_delay [expr $clk_period * $clk_io_pct] -clock clk0 $non_clock_inputs
set_output_delay [expr $clk_period * $clk_io_pct] -clock clk0 [all_outputs]
==> results.txt <==
run results: Die ar. 9600 um^2, worst-path maximum fanout 9, Post-CTS Setup Bufs 0, Reg area 0 um^2, Log Warnings 32, clock buffer count 0, final routed DRC violation total 0, WP data required 4.08 ns, number of synthesis warnings 0, most frequent logic cell in the layout clkdlybuf4s50_1, I/O pin cnt 103, leak pwr 0.000898 uW, Cell Type Count 53, WHS Path Cells 2, Final Total Pwr 102 uW, most frequent CP cell clkdlybuf4s50_1, final worst setup slack 0.558 ns, Mapped Cells 178, Final Hold Fails 0, Via Count 1595, Setup-failing EPs final 0, vias in the first global route 1676, Worst Max-Slew Pin Slew 0.694 ns, number of diodes 0, commonest non-fill, non-tap cells in the layout clkdlybuf4s50_1 (103), a21o_1 (20), nor2_1 (14), HP Class in2out, Crit Path Class in2out, row count 28, Top delay family on crit path simple AND/OR/NAND/NOR gates, post-synth top area cell buf_4, CP max stage delay 0.56 ns, final sequential cell count 0, RSZ-0062 raised after global routing no, Pwr Density 47.8 nW/um^2, number of max-cap violations 0, Crit-path slowest cell clkdlybuf4s50_1, final worst path period share 89.1%, layout cells sized above 1 8.73%, critical path, cell by cell clkdlybuf4s50_1 > and4bb_1 > nand2_2 > or3_4 > nor4b_2 > clkdlybuf4s50_1, total core area 5920 um^2, Peak VDD IR 0.0216 mV, yosys cell count 178, Setup Slack @ Placement 0.588 ns, 1st-pass router iterations 4, post-synthesis sequential area ratio 0%, Max Clk Rate 220 MHz, fp_density 20.3%, initial DRC count 97, GP Congestion 0.854, largest net degree at the start of global routing 15, initial antenna violation count 0, Slew headroom 53.6%, wire per inst 17.3 um, Post-CTS Resized 0, area figure in the yosys stat output 1200 um^2, Worst Setup End Kind output port, WP depth 6, detailed placer's ending HPWL 4710 um, top cell type's share of synthesized area 15.6%, fin. max-slew vios 0, Data arrival, critical path 3.52 ns, I/O Buffers 103, Top cells by area buf_4 (16%), a21o_1 (12%), nor2_1 (4.4%), total negative slack 0 ns, Total GRT Usage 10.9%, die width 98 um, Worst Path Buf+Inv 2, Avg Cell Area, Syn 6.76 um^2, Startpoint Class primary input, hold slack 2.91 ns, Remaining Overflow, GRT 0, Routed WL 5660 um, fin crit period 4.54 ns, post-route ant nets 0, hold buffer count at CTS 0, first-pass GRT wire length 8940 um, die height 98 um, synthesized cell area 1200 um^2, Area Growth Syn to Fin 77.7%, status complete, no violations, via/cell ratio 4.88
==> worst paths after layout <==
| check | from | to |
|---|---|---|
| worst min-delay path | inst[17] | dec_rs1[2] |
| worst max-delay path | inst[2] | branch_intr[0] |
==> metal layers <==
layer | vias up | global-route usage, % | part of all wire [%]
li1 | 795 | - | -
met1 | 721 | 13.6 | 41
met2 | 75 | 18.1 | 47
met3 | 4 | 4.27 | 11
met4 | 0 | 0.895 | 0.81
met5 | - | 0 | 0
==> metrics by stage <==
stage	cell area [um^2]	std cells	utilization (%)
floorplan	1200	178	-
global placement	2140	327	36.1
detailed placement	2140	327	36.1
CTS	2140	327	36.1
global route	2140	327	36.1
finish	2140	327	36.1
==> report_power, final <==
part | total, uW | switching [uW] | internal (uW)
Sequential | 0 | 0 | 0
Clock | 0 | 0 | 0
Combinational | 102 | 42.8 | 59.5
==> Yosys cell counts (2+ instances only) <==
| master | instances |
|---|---|
| a21o_1 | 20 |
| or4_1 | 4 |
| nand2_1 | 11 |
| nor2b_1 | 7 |
| clkbuf_1 | 4 |
| or3_4 | 2 |
| nand3b_1 | 2 |
| nand2b_1 | 5 |
| inv_1 | 8 |
| nor4_1 | 3 |
| and4_1 | 2 |
| o21ai_0 | 4 |
| o22ai_1 | 2 |
| nand4_1 | 3 |
| nand4b_1 | 3 |
| nand3_1 | 3 |
| nor2_1 | 14 |
| and3_1 | 3 |
| a21oi_1 | 6 |
| a22o_1 | 5 |
| or3_1 | 2 |
| a2111oi_2 | 2 |
| buf_2 | 5 |
| nor3_1 | 5 |
| buf_4 | 25 |
==> cell type report <==
| cell class | instances | area, um^2 |
|---|---|---|
| Fill cell | 626 | 3780 |
| Inverter | 8 | 30.0 |
| Multi-Input combinational cell | 136 | 946 |
| Tap cell | 75 | 93.8 |
| Timing Repair Buffer | 108 | 1070 |
==> cells by family after synthesis <==
family / share of synthesized area (%)
xor gates and xnor gates: 0.728
and+or+nand+nor: 40.6
buffers and inverters: 21.4
adders and majority gates: 0.832
AOI/OAI and AO/OA: 34.6
muxes: 1.77
Power figures rest on the tool's default switching activity, not on a simulated workload.
